==> design.v <==
`timescale 1ns / 1ps
module detector(	input clk,
		input[9:0] bloodP,
		input[9:0] breathR,
		input[9:0] heartB,
		input[9:0] age,
		output reg alarm,
		output reg BP,
		output reg BR,
		output reg HB);
	always @(posedge clk)
	begin
		alarm =0;
		BP=0;
		BR=0;
		HB=0;
		if (age < 20)
		begin
			if (bloodP > 123)
			begin
				BP = 1;
				if(breathR > 20) begin
					alarm = 1;
					BR=1;
				end
				if(heartB > 85) begin
					alarm = 1;
					HB = 1;
				end
			end
			else if (breathR > 20) begin
				BR=1;
				if(heartB > 85) begin
					alarm = 1;
					HB = 1;
				end
			end
			else if (heartB > 85) begin
				HB=1;
			end
		end		
		else if (age <= 30)
		begin
			if (bloodP > 128)
			begin
				BP = 1;
				if(breathR > 18) begin
					alarm = 1;
					BR=1;
				end
				if(heartB > 75) begin
					alarm = 1;
					HB = 1;
				end
			end
			else if (breathR > 18) begin
				BR=1;
				if(heartB > 75) begin
					alarm = 1;
					HB = 1;
				end
			end
			else if(heartB > 75) HB=1;
		end
		else if (age <= 60)
		begin
			if (bloodP > 130)
			begin
				BP = 1;
				if(breathR > 16) begin
					alarm = 1;
					BR=1;
				end
				if(heartB > 70) begin
					alarm = 1;
					HB = 1;
				end
			end
			else if (breathR > 16) begin
				BR=1;
				if(heartB > 70) begin
					alarm = 1;
					HB = 1;
				end
			end
			else if(heartB > 70) HB=1;
		end
		else begin
			if (bloodP > 134)
			begin
				BP = 1;
				if(breathR > 18) begin
					alarm = 1;
					BR=1;
				end
				if(heartB > 65) begin
					alarm = 1;
					HB = 1;
				end
			end
			else if (breathR > 18) begin
				BR=1;
				if(heartB > 65) begin
					alarm = 1;
					HB = 1;
				end
			end
			else if(heartB>65) HB=1;
		end
	end
endmodule
==> run.sh <==
#!/bin/bash
# OpenROAD 26Q1-2900-gdf79404cd8, Yosys 0.63+post, stock flow scripts
make -C /OpenROAD-flow-scripts/flow DESIGN_CONFIG=/design/flow/config.mk WORK_HOME=/design/flow/orfs finish
==> config.mk <==
export PLATFORM = sky130hd
export DESIGN_NAME = detector
export DESIGN_NICKNAME = detector
export VERILOG_FILES = /design/flow/design.v
export SDC_FILE = /design/flow/constraint.sdc
export NUM_CORES = 4
export LEC_CHECK = 1
export CORE_AREA = 10 10 87 87
export DIE_AREA = 0 0 97 97
==> constraint.sdc <==
current_design detector

set clk_period 2.5
set clk_io_pct 0.2

create_clock -name clk0 -period $clk_period [get_ports {clk}]

set non_clock_inputs [all_inputs -no_clocks]
set_input_delay [expr $clk_period * $clk_io_pct] -clock clk0 $non_clock_inputs
set_output_delay [expr $clk_period * $clk_io_pct] -clock clk0 [all_outputs]
==> run notes <==
run metrics: # resized after CTS 0, worst vdd ir 0.256 mV, post-layout min period 2.24 ns, Final Core Density 19.5%, fraction of synthesis flops using an asynchronous set or reset pin 0%, Layout Cells excl Fill 194, # IOs 45, clock root buffer master clkbuf_8, via count of the first global-routing pass 747, Worst setup EP type flip-flop, number of antenna violations at the first check in global routing 0, diode insertion count for antenna repair 0, Avg WL per Cell 11.4 microns, required time of the critical path 2.59 ns, Total GRT Usage 4.34%, count of fill cells added during filler insertion 619, Yosys warning total 1, overall chip area 0.00941 sq mm, Num Clock Sinks 4, row cnt 27, final hold violation count 0, growth of design area from synthesis to finish 112%, setup repair after global routing missed its margin no, chip width 97 microns, power density over the cells 290 mW/mm^2, biggest fanout along the worst timing path 3, Leakage Power 0.392 nW, syn avg cell area 7.00 sq um, post-route antenna net violation count 0, Starting Density 9.18%, clock tree from TritonCTS done, predominant post-synthesis flop cell dfxtp_1, Post-Route Setup TNS 0 ns, clock transition at the registers of the reported paths 0.03 ns, uppermost signal routing layer after detailed routing met3, Post-synth EDFFs 0, transition time of the tightest slew-check pin 0.534 ns, Total Wirelength 2210 microns, warning total across the stage logs 25, Finish-stage setup viols 0, met3 WL 216 microns, height of the die 97 microns, Slew Viols, Final 0, tightest slew margin relative to the limit 64.2%, post-placement cell count 191, count of unique library cells instantiated by Yosys 33, buffer count from post-CTS setup fixing 0, htree depth 1, crit-path cells clkdlybuf4s50_1, or4_4, o41ai_2, nand2_1, maj3_2, o21ai_2, o22ai_1, slowest library cell on the worst path or4_4, Registers, synthesis 4, ratio of final minimum period to clock period 89.7%, number of buffers created by CTS 3, status complete, no violations, hpwl dp 2020 microns, critical path startpoint bloodP[6], Vias 737, biggest cell delay along the critical path 0.55 ns, overall overflow remaining after global route 0, DRT iter0 DRCs 69, Max clock buf depth 2, critical path type in -> reg, Comb gate area 430 sq um, largest net degree at the start of global routing 9, # port buffers 44, post-synthesis instance area 518 sq um, summed standard-cell area reported by yosys 518 sq um, Gate Count Post-Synth 74, first-pass GRT wire length 3450 microns, DRT met1 WL 996 microns, arrival time at the worst endpoint 2.34 ns, post-route total power 0.318 mW, Worst Hold Class in -> reg, fraction of final layout cells sized beyond drive strength 1 9.84%, Floorplan Core Area 0.00564 sq mm, routed length on met2 993 microns, sequential fraction of the synthesis area 15.5%, DR vias/cell 3.80, cts hold-fix bufs 0, endpoint of the most critical setup path alarm, Max Clk Rate 446 MHz, register area 80.1 sq um, Worst Setup Start Kind input port, detailed-routing iteration count for the pre-antenna-repair pass 4, max-cap violation count 0, cell total in the yosys stat output 74, Final Wtd Congestion 0.743, post-route DRC violation count 0
metrics by stage:
stage / area, sq um / setup slack [ns] / hold slack (ns)
floorplan: 518 / 0.572 / 0.688
global placement: 1060 / 0.0281 / 1.17
detailed placement: 1060 / 0.0142 / 1.18
CTS: 1100 / 0.242 / 1.10
global route: 1100 / 0.0751 / 1.12
finish: 1100 / 0.256 / 1.09
worst min path at each step:
stage	end	start	cells past startpoint	slack, ns
after CTS	BP	age[5]	4	1.10
after global routing	HB	age[5]	4	1.12
final	BP	age[5]	4	1.09
power by group:
| part | internal, mW | switching [mW] |
|---|---|---|
| combinational | 0.0775 | 0.0374 |
| sequential | 0.0675 | 0.000726 |
| clock | 0.103 | 0.0328 |
cell type report:
| type | count | share of cell area (%) |
|---|---|---|
| repair buffers | 45 | 40.8 |
| multi-input cells | 68 | 39.2 |
| flip-flops and latches | 4 | 7.30 |
| well taps | 72 | 8.21 |
| clock buffers | 3 | 3.76 |
| inverters | 2 | 0.684 |
cells by family (layout without fill, tap and decap cells):
logic type / after synthesis / count (layout) / share of synthesized area [%]
and+or+nand+nor: 30 / 30 / 30.0
adders and majority gates: 2 / 2 / 4.11
AOI/OAI and AO/OA: 36 / 36 / 49.0
buffers and inverters: 2 / 50 / 1.45
DFF: 4 / 4 / 15.5
registers in the layout, summed over array words and instances (netlist names):
register  flops
alarm         1
BR            1
BP            1
HB            1
cells in the mapped netlist, types with 2 or more instances:
cell type | count | area (sq um)
a211o_1 | 3 | 26.3
a21o_1 | 2 | 15.0
a21oi_1 | 6 | 30.0
and3_1 | 3 | 18.8
dfxtp_1 | 4 | 80.1
inv_1 | 2 | 7.51
nand2_1 | 7 | 26.3
nand3_1 | 3 | 15.0
nor2_1 | 5 | 18.8
nor3_1 | 5 | 25.0
o21a_1 | 3 | 22.5
o21ai_0 | 9 | 45.0
or3_1 | 2 | 12.5
worst max-delay path, delay by kind of cell:
family | cells | cell delay (ns)
simple gates | 2 | 0.67
compound gates | 3 | 0.43
buf+inv | 1 | 0.41
fa+ha+maj | 1 | 0.32
metal layers:
| metal | GRT usage [%] | vias up |
|---|---|---|
| met1 | 5.29 | 311 |
| met5 | 0 | - |
| met3 | 2.08 | 0 |
| met2 | 7.00 | 30 |
| met4 | 0.338 | 0 |
| li1 | - | 396 |
cells in the final DEF, fill, tap and decap left out, drive strengths merged:
cell type,count
dfxtp,4
nor4,1
a311oi,1
inv,2
a2111oi,1
a31o,1
nand2,7
and2,1
o41ai,2
o21bai,1
buf,1
nor2,5
nor3,5
o311ai,1
clkdlybuf4s50,44
nand3,3
or2,1
a21oi,6
and3,4
a21o,2
or3,2
o211a,1
a22oi,1
o21a,3
o22ai,1
clkbuf,3
a211o,3
o311a,1
maj3,2
or4,1
o21ai,11
No activity file was given, so power comes from the tool's default toggle rates.
